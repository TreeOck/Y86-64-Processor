===== flow/config.mk =====
export PLATFORM = sky130hd
export DESIGN_NAME = fetch_reg
export DESIGN_NICKNAME = fetch_reg
export VERILOG_FILES = /design/flow/design.v
export SDC_FILE = /design/flow/constraint.sdc
export NUM_CORES = 4
export LEC_CHECK = 1
export CORE_UTILIZATION = 30

===== flow/constraint.sdc =====
current_design fetch_reg

set clk_period 1.0
set clk_io_pct 0.2

create_clock -name clk0 -period $clk_period [get_ports {clk}]

set non_clock_inputs [all_inputs -no_clocks]
set_input_delay [expr $clk_period * $clk_io_pct] -clock clk0 $non_clock_inputs
set_output_delay [expr $clk_period * $clk_io_pct] -clock clk0 [all_outputs]

===== flow/design.v =====
module fetch_reg(input clk, input [63:0]pc_predicted, output [63:0]pc_predicted_f);
always @(posedge clk ) begin
    pc_predicted_f <= pc_predicted;
end
endmodule

===== flow/run.sh =====
#!/bin/bash
# OpenROAD 26Q1-2900-gdf79404cd8, Yosys 0.63+post, stock flow scripts
make -C /OpenROAD-flow-scripts/flow DESIGN_CONFIG=/design/flow/config.mk WORK_HOME=/design/flow/orfs finish

==> results.cfg <==
; synthesis and place-and-route metrics
[clocking]
clkSinkCount = 64
cts_root_buf = clkbuf_8
cts_hold_buf = 0
tritoncts = built
path_clk_slew_ns = 0.06
cts_resized = 193
post_cts_buffers = 0
cts_buffer_depth = 2
cts_max_level = 3
cts_buffers = 9

[cells_and_area]
largest_reg_flops = 64
largestRegisters = pc_predicted_f: 64 flops
fillers = 352
comb_area_um2 = 0
area_growth_pct = 94.6
seq_area_um2 = 1290
logic_gates = 0
drive_above_1_share_pct = 39.9
regMostFlops = pc_predicted_f

[final_timing]
min_period_ns = 0.928
setup_viol = 0
period_used_pct = 92.8
slew_headroom_pct = 93.3
worstMarginPinSlew_ns = 0.101
rsz0062_at_grt = false
fmax_mhz = 1080
setup_tns_ns = 0
maxSlewViolCount = 0
finalHoldViolations = 0
fin_ws_ns = 0.0720

[drt]
route.antenna.diode_count = 0
routed_wl_um = 2950
drt_iter0_markers = 24
ant_nets = 0
drc = 0
vias_per_cell = 3.72
wl_per_cell_um = 11.4
vias = 960
firstDrtPassIters = 3

[placed_design]
numPortBuffers = 128
gp_congestion = 0.659
post-place-ws_ns = 0.0326

[setup_path]
startpoint_type = register
path_cells = buf_2
crit_fanout = 1
crit_slowest_cell = dfxtp_2
critical_path.endpoint_type = output pin
critPathTopFamily = flip-flops
cp.arrival_ns = 0.73
crit_type = reg -> out
slowest_delay_ns = 0.31
crit_buf_inv = 1
required_ns = 0.80

[logic_synthesis]
synth_cell_type_count = 1
ys_cells = 64
ys_ff = 64
synth_area_um2 = 1280
synth_chip_area_um2 = 1280
yosysWarnings = 2
ys_seq_share_pct = 100
synth_top_cell_by_area = dfxtp_1
syn_inst = 64
ys_top_cells_by_area = dfxtp_1 100%
top_area_share_pct = 100
syn_area_per_cell_um2 = 20.0

[global_routing]
first_global_vias = 848
grt_max_degree = 11
grtUsageTotal_pct = 12.9
grt_pass1_wl_um = 4040
grt_overflow_total = 0
antenna_found_initial = 0

[status]
status = complete, no violations

[die]
die_width_um = 67.4
rows = 23
die_h_um = 67.4
fp_util_pct = 31.6
core_um2 = 4060
die_area_um2 = 4540
io-pin-count = 129

[pwr]
p_leak_nw = 1.14
power_density_nw_per_um2 = 2000
ir_worst_vdd_mv = 1.26

[job]
cap_violations = 0
tool_warnings = 26

[hold_path]
min_path_type = in -> reg
[routing by layer]
metal	part of all wire [%]	global-route usage (%)
met3	16	8.56
met5	0	0
met2	48	18.9
met1	34	15.7
met4	1.8	3.99
[layout by cell type (no fill, tap or decap)]
master	Yosys	layout
clkdlybuf4s50_1	0	64
clkinv_2	0	3
clkbuf_2	0	2
buf_2	0	62
clkbuf_1	0	1
dfxtp_2	0	4
dfxtp_1	64	60
clkbuf_8	0	12
[power by group]
group	switching (mW)	internal [mW]	total (mW)
combinational	0.0437	0.296	0.340
clock	0.844	1.09	1.93
sequential	0.0259	2.69	2.71
[worst paths after layout]
path                                  startpoint                         end  depth (start not counted)
worst min-delay path            pc_predicted[17]  pc_predicted_f[17]$_DFF_P_                          1
worst max-delay path  pc_predicted_f[15]$_DFF_P_          pc_predicted_f[15]                          1
[cells by family (layout without fill, tap and decap cells)]
group    count (synthesis)  after routing  share of synthesized area [%]
flops                   64             64                            100
buf+inv                  0            144                              0
[through the flow]
stage / power [mW] / hold slack [ns] / util (%) / cell area, um^2 / std cells
after floorplan: 2.74 / 0.228 / - / 1280 / 64
after global placement: 3.24 / 0.649 / 64.7 / 2630 / 242
after detailed placement: 3.25 / 0.652 / 64.7 / 2630 / 242
after CTS: 5.07 / 0.293 / 61.7 / 2500 / 258
after global routing: 5.27 / 0.282 / 61.5 / 2490 / 258
final: 4.99 / 0.313 / 61.5 / 2490 / 258
[synthesized netlist by cell type (all sizes together)]
| library cell | count |
|---|---|
| dfxtp | 64 |
[final cells by class]
| type | instances | area share (%) |
|---|---|---|
| Clock buffer | 13 | 6.77 |
| Clock inverter | 3 | 0.602 |
| Sequential cell | 64 | 51.6 |
| Tap cell | 50 | 2.51 |
| Timing Repair Buffer | 128 | 38.5 |
Power and IR drop assume default switching activity.
