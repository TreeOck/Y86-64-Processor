==> design/flow/design.v <==
module exec_reg(input clk, input [3:0]icode_d, input [3:0]ifun_d, input [3:0]regA_d, input [3:0]regB_d, input [63:0]valA_d, input [63:0]valB_d, input [63:0]valP_d, input[63:0]valC_d, input [2:0]d_stat,
output clk, output [3:0]icode_e, output [3:0]ifun_e, output [3:0]regA_e, output [3:0]regB_e, output [63:0]valA_e, output [63:0]valB_e, output [63:0]valP_e, output[63:0]valC_e, output [2:0]e_stat);
always@(posedge clk)
    begin
        icode_e <= icode_d;
        ifun_e <= ifun_d;
        regA_e <= regA_d;
        regB_e <= regB_d;
        valA_e <= valA_d;
        valP_e <= valP_d;
        valB_e <= valB_d;
        valC_e <= valC_d;
        e_stat <= d_stat;
    end
endmodule
==> design/flow/run.sh <==
#!/bin/bash
# OpenROAD 26Q1-2900-gdf79404cd8, Yosys 0.63+post, stock flow scripts
make -C /OpenROAD-flow-scripts/flow DESIGN_CONFIG=/design/flow/config.mk WORK_HOME=/design/flow/orfs finish
==> design/flow/config.mk <==
export PLATFORM = sky130hd
export DESIGN_NAME = exec_reg
export DESIGN_NICKNAME = exec_reg
export VERILOG_FILES = /design/flow/design.v
export SDC_FILE = /design/flow/constraint.sdc
export NUM_CORES = 4
export LEC_CHECK = 1
export CORE_AREA = 10 10 217 217
export DIE_AREA = 0 0 227 227
==> design/flow/constraint.sdc <==
current_design exec_reg

set clk_period 1.0
set clk_io_pct 0.2

create_clock -name clk0 -period $clk_period [get_ports {clk}]

set non_clock_inputs [all_inputs -no_clocks]
set_input_delay [expr $clk_period * $clk_io_pct] -clock clk0 $non_clock_inputs
set_output_delay [expr $clk_period * $clk_io_pct] -clock clk0 [all_outputs]
==> results_slide.txt <==
Key Metrics from the Run

Global route
  • GRT Resource Usage Total: 0.0863
  • Largest net degree at the start of global routing: 15
  • Initial antenna violation count: 1
  • First-pass GRT wire length: about 32 mm
  • Vias in the first global route: 4,453
  • GRT Residual Overflow: 0

Pwr
  • Sequential power share: 0.476
  • Total power: 0.0246 W
  • Peak supply drop: about 1200 µV
  • Pwr Density: between 2000 and 2500 nW/µm²
  • Sw Share: 0.197
  • P_int: between 0.015 and 0.02 W
  • Comb pwr share: 0.068
  • Psw: 0.00483 W
  • Leak: 5.02 nW
  • Clk pwr share: 0.456

Logic synthesis
  • Cell type with the largest total area after synthesis: dfxtp_1
  • Ys Warns: 10
  • Post-Syn Area: 5510 µm²
  • Top post-synthesis cells by area: dfxtp_1 100%
  • #FFs+latches synth: between 200 and 300
  • Top-area cell share: 1.00
  • Yosys chip area: about 5500 µm²
  • Synth Seq Share: 1.00
  • Synth Area per Inst: 20.0 µm²
  • Post-synthesis cell count: about 280
  • Unique cell types: 1
  • Cell total in the yosys stat output: around 280

Route
  • Drt via density: between 2 and 3
  • Final ANT Viol Nets: 0
  • DRT Pass-1 Iters: 3
  • Routed vias: 4,231
  • DR DRC count: 0
  • # diodes: 0
  • Routed len/inst: 17.4 µm
  • Initial drt markers: 120
  • Drt total wl: about 25 mm

Layout
  • Final Util: 0.273
  • Finished Cell Area: ~11,000 µm²
  • Commonest non-fill, non-tap cells in the layout: 275 x clkdlybuf4s50_1, 261 x buf_2, 223 x dfxtp_1
  • Most frequent logic cell in the layout: clkdlybuf4s50_1
  • Multi-input comb cells: 0
  • Multi-input gate area: 0 µm²
  • Layout cells sized above 1: 0.430
  • Syn-to-layout area delta: 109%

STA
  • Final worst path period share: 1.19
  • Minimum clock period: about 1.2 ns
  • Worst setup margin: -0.191 ns
  • RSZ-0062 raised after global routing: true
  • Fin. Hold Viols: 0
  • Worst slew margin: 0.875
  • # setup viols final: about 280
  • Endpoints left unconstrained: 1
  • Least-Margin Pin Slew: about 0.19 ns
  • Max Transition Viols Final: 0
  • Total negative slack: -42.58 ns
  • FMAX: 839 MHz

Worst setup path
  • WS Path Type: reg -> out
  • CP Capture Type: output pin
  • Critical Path Start Type: flip-flop
  • Critical path's slowest cell: dfxtp_2
  • CP required: 0.80 ns
  • CP arrival: 0.99 ns
  • Worst-path maximum fanout: 1
  • Worst path bufs/invs: 1
  • Critical path, cell by cell: buf_6
  • Max stage delay on crit path: 0.32 ns
  • CP top delay family: flip-flops

Placement
  • Port Buffers: between 500 and 600
  • Placed Area: 11,700 µm²
  • Post-detail-place hpwl: between 20 and 25 mm
  • RePlAce Congestion: 0.856
  • Post-Place Worst Slack: -0.0765 ns

Die
  • Placement Rows: 75
  • Die Wd: 227 µm
  • Die height: around 230 µm
  • Initial Utilization: 0.131
  • Core area: between 40,000 and 50,000 µm²
  • # IOs: 551
  • Die area: 51,500 µm²

Flow run
  • Tool warnings: 28
  • Max_cap viols: 0

CTS
  • CTS Buf Count: 29
  • Clock transition at path regs: ~0.06 ns
  • CTS tree: done
  • CTS root buffer: clkbuf_16
  • H-tree lvl count: 1
  • Clock Sinks: between 200 and 300
  • Max clock buf depth: 3
  • # Post-CTS Setup Buffers: 0

Hold path
  • Hold Path End: valP_e[25]
  • Hold Path Class: in -> reg
  • HP Start: valP_d[25]
  • Hold path depth: 1

Outcome
  • Status: complete, but fails checks
  • Failing checks: negative setup slack
layout make-up:
class                 instances  area [µm²]
Fill cell                  4351       30600
Tap cell                    539         674
Sequential cell             275        5570
Clock inverter               17         228
Clock buffer                 36         782
Timing Repair Buffer        552        4230
timing repair:
| item | CTS | global route |
|---|---|---|
| hold buffers | 0 | 0 |
| endpoints found under the setup margin | 275 | 275 |
| pin swaps | 0 | 0 |
| gates resized | 933 | 31 |
registers in the layout (all words and copies together), names as in the netlist:
name / flops
regB_e: 4
valB_e: 64
regA_e: 4
valA_e: 64
valP_e: 64
e_stat: 3
ifun_e: 4
valC_e: 64
icode_e: 4
stage by stage:
stage          cells  hold WS (ns)
6_report        1419        0.0732
3_5_place_dp    1366         0.652
3_3_place_gp    1366         0.649
2_1_floorplan    275         0.228
5_1_grt         1419        0.0341
4_1_cts         1419        0.0355
layer usage:
metal	routed length (µm)	global-route usage	share of wire
met5	0	0	0
met4	581	0.0189	0.024
met3	3170	0.0429	0.13
met2	12500	0.151	0.51
met1	8350	0.0924	0.34
worst max path at each step:
stage / start / endpoint / slack [ns] / cells past startpoint
after CTS: valC_e[5] / valC_e[5] / -0.25 / 1
after global routing: valB_e[11] / valB_e[11] / -0.25 / 1
final: valP_e[50] / valP_e[50] / -0.19 / 1
synthesized netlist by cell type:
master   instances
dfxtp_1        275
cells by family after synthesis:
group       synth area share
flip-flops              1.00
power by group through the flow:
stage / Sequential (W) / Clock [W] / Combinational (W)
CTS: 0.0117 / 0.0116 / 0.00172
global route: 0.0117 / 0.0121 / 0.00181
finish: 0.0117 / 0.0112 / 0.00168
Power figures rest on the tool's default switching activity, not on a simulated workload.
