**flow/config.mk**
```make
export PLATFORM = sky130hd
export DESIGN_NAME = alu64bit
export DESIGN_NICKNAME = alu64bit
export VERILOG_FILES = /design/flow/design.v
export SDC_FILE = /design/flow/constraint.sdc
export NUM_CORES = 4
export LEC_CHECK = 1
export CORE_UTILIZATION = 40
```
**flow/constraint.sdc**
```tcl
current_design alu64bit

set clk_period 61.4
set clk_io_pct 0.2

create_clock -name clk0 -period $clk_period

set non_clock_inputs [all_inputs -no_clocks]
set_input_delay [expr $clk_period * $clk_io_pct] -clock clk0 $non_clock_inputs
set_output_delay [expr $clk_period * $clk_io_pct] -clock clk0 [all_outputs]
```
**flow/design.v**
```verilog
module add64bit(output signed [63:0]s, output of, input signed [63:0]a, input signed [63:0]b);
wire [64:0]carry;
assign carry[0] = 1'b0;
genvar i;
generate for(i=0;i<64;i=i+1)
begin
add1bit xJ(s[i], carry[i+1], a[i], b[i], carry[i]);
end
endgenerate
xor xF1(of, carry[63], carry[64]);
endmodule
module add1bit(output s, output cout, input a, input b, input cin);
xor xG1(t1, a, b);
xor xG2(s, t1, cin);
and xG3(t2, t1, cin);
and xG4(t3, a, b);
or xG5(cout, t2, t3);
endmodule
module sub64bit(output signed [63:0]s, output of, input signed [63:0]a, input signed [63:0]b);
wire [64:0]carry;
wire [63:0]bprime;
genvar i;
generate for(i=0;i<64;i=i+1)
begin
not xN(bprime[i], b[i]);
end
endgenerate
sub64bitassist xM(s, of, a, bprime);
endmodule
module sub64bitassist(output signed [63:0]s, output signed oof, input signed [63:0]a, input signed [63:0]b);
wire [64:0]carry;
assign carry[0] = 1'b1;
genvar i;
generate for(i=0;i<64;i=i+1)
begin
add1bit xJ(s[i], carry[i+1], a[i], b[i], carry[i]);
end
endgenerate
xor xF1(oof, carry[63], carry[64]);
endmodule
module and64bit(output signed [63:0]c, input signed [63:0]b, input signed [63:0]a);
genvar i;
generate for(i=0; i<64; i=i+1) 
begin
and xA(c[i], a[i], b[i]);
end
endgenerate
endmodule
module xor64bit(output signed [63:0]c, input signed [63:0]b, input signed [63:0]a);
genvar i;
generate for(i=0; i<64; i=i+1) 
begin
xor xB(c[i], a[i], b[i]);
end
endgenerate
endmodule
module alu64bit(output signed [63:0]ans, output of, input signed [63:0]a, input signed [63:0]b, input signed [1:0]op);
reg signed [63:0]teans;
reg signed [63:0]teof;
wire signed [63:0]added;
wire signed [63:0]subed;
wire signed [63:0]anded;
wire signed [63:0]xored;
wire ofa;
wire ofs;
add64bit xA(added, ofa, a, b);
sub64bit xS(subed, ofs, a, b);
and64bit xAA(anded, a, b);
xor64bit xX(xored, a, b);
always@(*)
begin
    case(op)
        2'b00:begin
            teans = added;
            teof = ofa;
        end
        2'b01:begin
            teans = subed;
            teof = ofs;
        end
        2'b10:begin
            teans = anded;
            teof = 1'b0;
        end
        2'b11:begin
            teans = xored;
            teof = 1'b0;
        end
    endcase
end
assign ans = teans;
assign of = teof;
endmodule
```
**flow/run.sh**
```bash
#!/bin/bash
# OpenROAD 26Q1-2900-gdf79404cd8, Yosys 0.63+post, stock flow scripts
make -C /OpenROAD-flow-scripts/flow DESIGN_CONFIG=/design/flow/config.mk WORK_HOME=/design/flow/orfs finish
```
==> flow_summary.html <==
<p>Metrics extracted from the flow reports.</p>
<table>
<tr><th>Metric</th><th>Value</th></tr>
<tr><th colspan="2">Placement</th></tr>
<tr><td>Placed inst area</td><td>0.00829 mm^2</td></tr>
<tr><td># port buffers</td><td>195</td></tr>
<tr><td>Last weighted congestion value of the routability-driven placer</td><td>0.850</td></tr>
<tr><td>Detailed Place HPWL</td><td>~11 mm</td></tr>
<tr><th colspan="2">Pwr</th></tr>
<tr><td>Total power consumption of the routed design</td><td>68.6 uW</td></tr>
<tr><td>Power Density</td><td>8.28 mW/mm^2</td></tr>
<tr><td>Lkg Pwr</td><td>~0.0038 uW</td></tr>
<tr><td>Worst vdd rail ir drop</td><td>0.00439 mV</td></tr>
<tr><th colspan="2">Critical path</th></tr>
<tr><td>Delay of the slowest critical-path stage</td><td>0.46 ns</td></tr>
<tr><td>Cell at the slowest stage of the critical path</td><td>sky130_fd_sc_hd__mux4_2</td></tr>
<tr><td>Worst path arrival time</td><td>38.95 ns</td></tr>
<tr><td>Class of the most critical setup path</td><td>in2out</td></tr>
<tr><td>Biggest fanout along the worst timing path</td><td>2</td></tr>
<tr><td>Crit start category</td><td>input port</td></tr>
<tr><td>Critical path required time</td><td>49.12 ns</td></tr>
<tr><td>Critical path endpoint category</td><td>output pin</td></tr>
<tr><td>Cell seen most often among critical-path stages</td><td>sky130_fd_sc_hd__fa_1</td></tr>
<tr><th colspan="2">Finish</th></tr>
<tr><td>Area growth from synthesis to final layout</td><td>32.6%</td></tr>
<tr><td>Total non-filler cell area in the finished layout</td><td>0.00829 mm^2</td></tr>
<tr><td>Number of flip-flops and latches</td><td>0</td></tr>
<tr><td>Count of clock-net buffers in the final layout</td><td>0</td></tr>
<tr><td>Tally of filler cells in the layout</td><td>approximately 1200</td></tr>
<tr><td>Combinational cell area excluding buffers and inverters</td><td>approximately 0.0056 mm^2</td></tr>
<tr><td>FF/Latch Area</td><td>0 um^2</td></tr>
<tr><td>Fraction of final layout cells sized beyond drive strength 1</td><td>10.3%</td></tr>
<tr><th colspan="2">Clock network</th></tr>
<tr><td>PostCTS Resize Cnt</td><td>0</td></tr>
<tr><td>Post-CTS Repair Setup Buffers</td><td>0</td></tr>
<tr><td># hold bufs at CTS</td><td>0</td></tr>
<tr><th colspan="2">Synth</th></tr>
<tr><td>Number of cells produced by synthesis</td><td>470</td></tr>
<tr><td>Cell type contributing the most total cell area after synthesis</td><td>sky130_fd_sc_hd__fa_1</td></tr>
<tr><td>Synthesized area divided by synthesized cell count</td><td>13.3 um^2</td></tr>
<tr><td>Synth Warn #</td><td>4</td></tr>
<tr><td>Largest type area fraction</td><td>40.4%</td></tr>
<tr><td>Yosys chip area</td><td>~0.0062 mm^2</td></tr>
<tr><td>Synth top area cells</td><td>sky130_fd_sc_hd__fa_1 40%, sky130_fd_sc_hd__ha_1 26%, sky130_fd_sc_hd__mux4_2 23%, sky130_fd_sc_hd__inv_1 7.9%, sky130_fd_sc_hd__buf_6 2.5%</td></tr>
<tr><td>Share of the yosys chip area belonging to registers</td><td>0%</td></tr>
<tr><td>Post-synth cell types</td><td>13</td></tr>
<tr><td>Yosys Instances</td><td>470</td></tr>
<tr><td>Post-synth design cell area</td><td>0.00625 mm^2</td></tr>
<tr><th colspan="2">Final timing</th></tr>
<tr><td>Fin Setup TNS</td><td>0 ns</td></tr>
<tr><td>Maximum clock frequency</td><td>~20 MHz</td></tr>
<tr><td>Shortest clock period the worst path allows after layout</td><td>~51 ns</td></tr>
<tr><td>Max-slew headroom at the worst pin</td><td>55.7%</td></tr>
<tr><td>WHS</td><td>about 25 ns</td></tr>
<tr><td>Unrepaired setup endpoints after global routing</td><td>false</td></tr>
<tr><td>Pins over their slew limit</td><td>0</td></tr>
<tr><td>Transition time at the pin with the least slew margin</td><td>around 0.66 ns</td></tr>
<tr><td>Total setup violations reported at the end of the flow</td><td>0</td></tr>
<tr><td>Number of hold violations in the final report</td><td>0</td></tr>
<tr><td>Tcrit/Tclk final</td><td>between 80% and 90%</td></tr>
<tr><th colspan="2">Global route</th></tr>
<tr><td>Pin count of the biggest net entering global routing</td><td>41</td></tr>
<tr><td>Routing usage on met3</td><td>4.99%</td></tr>
<tr><td>Number of antenna violations at the first check in global routing</td><td>0</td></tr>
<tr><td>Most Crowded Layer GR</td><td>met2</td></tr>
<tr><td>Met1 Track Usage GR</td><td>a little over a quarter</td></tr>
<tr><td>Number of global-route vias before repair</td><td>4484</td></tr>
<tr><td>Met2 layer usage reported by global route</td><td>29.2%</td></tr>
<tr><td>Wire length of the first global-routing pass</td><td>21.2 mm</td></tr>
<tr><td>GRT Resource Usage Total</td><td>between 10% and 20%</td></tr>
<tr><td>Remaining global-route overflow</td><td>0</td></tr>
<tr><th colspan="2">Floorplanning</th></tr>
<tr><td>Boundary pin count</td><td>195</td></tr>
<tr><td>Placement Rows</td><td>45</td></tr>
<tr><td>Floorplan Utilization</td><td>41.1%</td></tr>
<tr><td>Die boundary height</td><td>127 um</td></tr>
<tr><td>Die outline width</td><td>127 um</td></tr>
<tr><td>Chip area</td><td>between 0.015 and 0.02 mm^2</td></tr>
<tr><td>Area inside the core boundary</td><td>0.0152 mm^2</td></tr>
<tr><th colspan="2">Flow run</th></tr>
<tr><td>Number of maximum-capacitance violations</td><td>0</td></tr>
<tr><td>Total tool warning count</td><td>159</td></tr>
<tr><th colspan="2">Routing</th></tr>
<tr><td>DRC violation count after routing</td><td>0</td></tr>
<tr><td>Count of TritonRoute iterations in the first routing pass</td><td>4</td></tr>
<tr><td>Post-DR wirelength/cell</td><td>around 15 um</td></tr>
<tr><td>Final Routed Wirelength</td><td>12.2 mm</td></tr>
<tr><td>Via total after detailed routing</td><td>3942</td></tr>
<tr><td>Total antenna diodes in the routed design</td><td>0</td></tr>
<tr><td>First-iteration detailed-routing DRC count</td><td>64</td></tr>
<tr><td>Via-to-Cell Ratio</td><td>4.69</td></tr>
<tr><td>Remaining antenna violation count</td><td>0</td></tr>
<tr><th colspan="2">Run status</th></tr>
<tr><td>Status</td><td>finished clean</td></tr>
<tr><th colspan="2">Hold path</th></tr>
<tr><td>Worst min-delay path category</td><td>in2out</td></tr>
</table>
## per-layer routing
layer,vias up,part of all wire (%)
met1,1982,41
met5,-,0
met4,0,0
met2,129,50
met3,0,9.0
li1,1831,-
## cell type report
class | count | share of cell area [%]
inverters | 131 | 5.93
well taps | 188 | 2.84
multi-input cells | 325 | 67.6
repair buffers | 197 | 23.7
## power by group
| part | switching (uW) | internal (uW) | total (uW) |
|---|---|---|---|
| logic | 24.9 | 43.7 | 68.6 |
| registers | 0 | 0 | 0 |
| clock network | 0 | 0 | 0 |
| total | 24.9 | 43.7 | 68.6 |
## cells in the final DEF, fill, tap and decap left out
cell type                         instances
sky130_fd_sc_hd__fa_1                   126
sky130_fd_sc_hd__a21oi_1                  1
sky130_fd_sc_hd__xnor2_1                  1
sky130_fd_sc_hd__nor3b_1                  1
sky130_fd_sc_hd__nor2b_1                  1
sky130_fd_sc_hd__a22o_1                   1
sky130_fd_sc_hd__inv_1                  131
sky130_fd_sc_hd__buf_4                    4
sky130_fd_sc_hd__mux4_2                  63
sky130_fd_sc_hd__xor2_1                   1
sky130_fd_sc_hd__nand2b_1                 1
sky130_fd_sc_hd__nor2_1                   1
sky130_fd_sc_hd__ha_1                   128
sky130_fd_sc_hd__clkdlybuf4s50_1        193
## cells by family (layout without fill, tap and decap cells)
group | after synthesis | count (layout) | synth area share, %
mux | 63 | 63 | 22.7
buf+inv | 145 | 328 | 10.4
simple gates | 4 | 4 | 0.381
xor+xnor | 2 | 2 | 0.280
fa+ha+maj | 254 | 254 | 66.0
compound gates | 2 | 2 | 0.220
## through the flow
step,util [%],std cells,worst slack (ns)
after floorplan,-,470,12.23
after global placement,54.5,841,9.93
after CTS,54.5,841,9.92
after global routing,54.5,841,9.20
after detailed placement,54.5,841,10.00
final,54.5,841,10.17
## final timing paths
kind              startpoint  cells past startpoint      end
setup / recovery        a[0]                     67  ans[63]
hold / removal         op[1]                      4   ans[0]
## critical path: cells and delay by family
kind	cells	cell delay [ns]
buf+inv	2	0.84
fa+ha+maj	64	25.35
mux	1	0.46
## synthesized netlist by cell type (all sizes together)
library cell / count
nor2b: 1
xnor2: 1
buf: 14
a21oi: 1
nand2b: 1
nor3b: 1
inv: 131
mux4: 63
nor2: 1
fa: 126
a22o: 1
xor2: 1
ha: 128
Power figures rest on the tool's default switching activity, not on a simulated workload.
